[design.v]
module DRAM_slave (
	input clock,
	input reset,
	input ChipSelect,
	input Read,
	input Write,
	input [3:0] Address,
	output reg [31:0] ReadData,
	input [31:0] WriteData,
	output start,											 
	input ack,
	input done,												 
    output [($clog2(1024) - 1) : 0] IC_Num,	 
    output [($clog2(1024) - 1) : 0] OC_Num,	 
    output [($clog2(256) - 1) : 0] RC_Size,	 
    output [($clog2(256) - 1) : 0] ORC_Size,	 
    output [3 : 0] kernel_size,
    output [2 : 0] stride,
    output [1 : 0] AF_type,
    output [1 : 0] Pool_type,
    output [2 : 0] Pool_stride,
    output [2 : 0] Pool_kernel_size,
    output [($clog2(4) - 1) : 0] weight_delta_len,	 
    output [($clog2(8) - 1) : 0] weight_num_len,		 
    output [($clog2(8) - 1) : 0] idx_delta_len,		 
    output load_input,
	output store_output,
	output [31 : 0] weight_start_address,
	output [31 : 0] weight_idx_start_offset,
	output [31 : 0] weight_unique_start_offset,
	output [31 : 0] weight_repetition_start_offset,
	output [31 : 0] bias_start_address,
	output [31 : 0] input_start_address,
	output [31 : 0] output_start_address
);
	reg [31:0] Registers [8:0];
	integer i;
	always@(*) begin
		if(ChipSelect == 1'b1) begin
			if(Read == 1'b1) begin
				ReadData = Registers[Address];
			end
			else begin
				ReadData = 32'bz;
			end
		end
		else begin
			ReadData = 32'bz;
		end
	end
	always@(posedge clock) begin
		if(reset == 1'b1) begin
			for (i = 0; i < 5; i = i + 1)
				Registers[i] = 32'b0;
		end
		else begin
			if(ack == 1'b1) begin
				Registers[0][0] = 1'b0;
			end
			if(done == 1'b1) begin
				Registers[0][31] = 1'b1;
			end
			if(ChipSelect == 1'b1) begin
				if(Write == 1'b1) begin
					Registers[Address] = WriteData;
					Registers[0][31] = 1'b0;
				end
			end
		end
	end
	assign start = Registers[0][0];
	assign IC_Num = Registers[0][10:1];
	assign OC_Num = Registers[0][20:11];
	assign weight_delta_len = Registers[0][22:21];
	assign weight_num_len = Registers[0][25:23];
	assign idx_delta_len = Registers[0][28:26];
	assign load_input = Registers[0][29];
	assign store_output = Registers[0][30];
	assign RC_Size = Registers[1][7:0];
	assign ORC_Size = Registers[1][15:8];
	assign kernel_size = Registers[1][19:16];
	assign stride = Registers[1][22:20];
	assign AF_type = Registers[1][23:22];
	assign Pool_type = Registers[1][25:24];
	assign Pool_stride = Registers[1][28:26];
	assign Pool_kernel_size = Registers[1][31:29];
	assign weight_start_address = Registers[2];
	assign weight_idx_start_offset = Registers[3];
	assign weight_unique_start_offset = Registers[4];
	assign weight_repetition_start_offset = Registers[5];
	assign bias_start_address = Registers[6];
	assign input_start_address = Registers[7];
	assign output_start_address = Registers[8];
endmodule
[run.sh]
#!/bin/bash
# OpenROAD 26Q1-2900-gdf79404cd8, Yosys 0.63+post, stock flow scripts
make -C /OpenROAD-flow-scripts/flow DESIGN_CONFIG=/design/flow/config.mk WORK_HOME=/design/flow/orfs finish
[config.mk]
export PLATFORM = sky130hd
export DESIGN_NAME = DRAM_slave
export DESIGN_NICKNAME = DRAM_slave
export VERILOG_FILES = /design/flow/design.v
export SDC_FILE = /design/flow/constraint.sdc
export NUM_CORES = 4
export LEC_CHECK = 1
export CORE_UTILIZATION = 30
[constraint.sdc]
current_design DRAM_slave

set clk_period 5.5
set clk_io_pct 0.2

create_clock -name clk0 -period $clk_period [get_ports {clock}]

set non_clock_inputs [all_inputs -no_clocks]
set_input_delay [expr $clk_period * $clk_io_pct] -clock clk0 $non_clock_inputs
set_output_delay [expr $clk_period * $clk_io_pct] -clock clk0 [all_outputs]
==> results.txt <==
Item: results of the latest flow run.

- The flow ran to the end, and the final reports show no timing, DRC or antenna violations.
- The netlist uses 22 different library cells.
- The average detailed-routed wire length per instance is 25.6 um.
- The slowest library cell on the worst path is sky130_fd_sc_hd__clkdlybuf4s50_1.
- The overall die area is 0.0694 mm2.
- Summed over all layers, the routed wires come to 60400 um.
- The hold-critical path depth is 2.
- The root buffer cell is sky130_fd_sc_hd__clkbuf_16.
- The leakage dissipation is 8.63 nW.
- The worst setup timing slack at the placement stage is 0.901 ns.
- Looking at the max-slew report, the worst-margin pin has a slew of 0.885 ns.
- The adder-cell area share of the yosys netlist is 0%.
- The number of clock sinks came to 512.
- The arrival time at the worst endpoint is 3.44 ns.
- The layout cell share with drive strength beyond 1 is 18.6%.
- The largest net degree at the start of global routing is 62.
- Per the gpl log, the routability congestion estimate is 0.817.
- The number of global-route vias before repair is 12800.
- The path class of the lowest-slack min-delay path is input pin to register.
- The startpoint identified for the worst hold timing path is done.
- The total area inside the core boundary comes to 0.0674 mm2.
- The number of antenna violations at the first check in global routing is 6.
- The number of CTS-inserted buffers is 54.
- The routed design could run at a clock period as short as 4.54 ns.
- The top flip-flop cell by instance count after synthesis is sky130_fd_sc_hd__edfxtp_1.
- The wire-length estimate of the detail-placed layout is 38800 um.
- The final timing report gives a worst setup slack of 0.960 ns.
- The accumulated negative setup slack is 0 ns.
- The mean instance size in the synthesized netlist is 19.0 um2.
- The first TritonRoute pass finished after 4 iterations.
- In this run the count of I/O pins placed on the die edge is 363.
- Max-slew check failures listed in the final report amount to 0.
- STA shows the worst min-delay path finishing at Registers[0][31].
- The synthesized design contains 512 enable-type register cells.
- In this run the tools logged warnings totalling 26.
- The detail route stage leaves a number of antenna-violating nets equal to 0.
- The number of instances in the synthesized netlist is 1081.
- After filler insertion, the fill cell instance count of the layout stands at 5882.
- The register with the most flip-flops in the layout has 512 of them.
- The category of the most critical setup path is input pin to primary output.
- The final clock period utilization by the worst path is 82.5%.
- Looking at the post-CTS report, the setup buffer insertion count equals 0.
- For reference, the mux area share after synthesis is 14.1%.
- Checking max transition, the worst relative margin is 41.0%.
- For reference, simple AND, OR, NAND and NOR cells occupy 5.56% of the area reported after synthesis.
- After synthesis the cells add up to 0.0205 mm2.
- Among the non-sequential cells, multiplexers take the most area.
- In this run, the number of DRC markers left after iteration 0 of detailed routing was 662.
- The total overflow left after global routing is 0.
- The overall die height is 263 um.
- STA classifies the critical path startpoint as an input pin.
- The H-tree generated during clock tree synthesis spans 2 levels.
- Counting endpoints that fail hold in the final report gives 0.
- The post-synth register bit count is 512.
- After clock tree synthesis, the flow added hold-fix buffers numbering 0.
- The tool flagged a number of max-cap violations equal to 0.
- The DRC violation total left in the routed layout is recorded as 0.
- The number of resized instances in the post-cts repair step is 0.
- The detailed router placed 11600 vias in this run.
- The power density over the cells is 325 mW/mm2.
- The initial utilization of the core area, before any placement, comes to 30.4%.
- The async set-reset flop share out of synthesis is 0%.
- The signed area change from the synthesized netlist to the final layout is 31.6%.
- The final report lists the setup-violating endpoint count as 0.
- The fmax is 0.220 GHz.
- After synthesis, the chip area reported by Yosys is 0.0205 mm2.
- By instance count, the leading cell after synthesis is sky130_fd_sc_hd__edfxtp_1.
- Per the timing report, the biggest fanout along the worst path comes to 14.
- The analysis reports a worst IR drop on VDD of 0.252 mV.
- The worst hold slack across all endpoints is 1.19 ns.
- The cell that appears most often on the critical path is sky130_fd_sc_hd__clkdlybuf4s50_1.
- TritonCTS built the clock tree.
- Walking the worst path, the cells encountered are clkdlybuf4s50_1 > and2_2 > buf_4 > a22oi_1 > nand2_1 > clkdlybuf4s50_1.
- Looking at area per cell type in the netlist, the leader is sky130_fd_sc_hd__edfxtp_1.
- Of the synthesized area, sequential elements account for 75.0%.
- For this run, the total global-route usage over all layers was measured as 18.7%.
- Per the detail_route report, vias per standard cell equal 4.92.
- Per the synthesis report, the AND-OR/OR-AND share of the synthesized area is 2.59%.
- The OpenROAD report gives the critical path a required time of 4.40 ns.
- The proportion of netlist area held by the largest area contributor is 75.0%.
- After synthesis, the most frequently instantiated cells are 512 x sky130_fd_sc_hd__edfxtp_1, 150 x sky130_fd_sc_hd__nor2_1, 128 x sky130_fd_sc_hd__mux4_2, 66 x sky130_fd_sc_hd__nand2_1, 64 x sky130_fd_sc_hd__a22oi_1.
- The wire length of the first global-routing pass is 87000 um.
- Measured along the x axis, the die boundary spans 263 um.
- Per STA, the highest per-stage delay on the worst path measures 0.68 ns.
- The synthesized netlist was found by Yosys to have 1081 cells.
- The deepest clock path buffer count is 3.
- The worst setup path is captured at a primary output.
- Setup repair after global routing left no endpoint under its margin.
- The Yosys step of the flow raised 3 warnings.
- The main area contributors are sky130_fd_sc_hd__edfxtp_1 75%, sky130_fd_sc_hd__mux4_2 14%, sky130_fd_sc_hd__nor2_1 2.7%, sky130_fd_sc_hd__a22oi_1 2.3%, sky130_fd_sc_hd__nand2_1 1.2%.
- The number of buffers inserted by port buffering is 361.
- The CTS clock-pin slew for the worst setup and hold paths is 0.06 ns.
- In this run the core area contains 95 standard-cell rows.
- Summing the areas of all xor and xnor instances in the mapped netlist gives 0% of the synthesized area.
-- stage by stage --
stage	power, mW	util, %	instance area [um2]	instances
after detailed placement	5.15	37.4	25200	2255
after global routing	9.05	40.0	27000	2354
after global placement	5.15	37.4	25200	2255
after floorplan	4.75	-	20500	1081
final	8.77	40.1	27000	2356
after CTS	8.87	40.0	27000	2354
-- area by class of cell --
type / count / area (um2) / area share [%]
Sequential cell: 512 / 15400 / 57.0
Tap cell: 873 / 1090 / 4.05
Inverter: 2 / 7.51 / 0.0278
Antenna cell: 2 / 5.00 / 0.0185
Timing Repair Buffer: 402 / 4000 / 14.8
Clock buffer: 65 / 1410 / 5.24
Clock inverter: 34 / 394 / 1.46
Multi-Input combinational cell: 466 / 4700 / 17.4
-- cell families after synthesis --
group / after synthesis
buffers and inverters: 103
multiplexers: 128
AND-OR/OR-AND: 71
AND/OR/NAND/NOR: 267
flip-flops: 512
-- layout by cell type, fill, tap and decap left out, types with 2 or more instances in the layout --
cell	synthesis	layout
sky130_fd_sc_hd__inv_1	2	2
sky130_fd_sc_hd__buf_4	32	35
sky130_fd_sc_hd__or4_2	0	2
sky130_fd_sc_hd__or2_2	5	5
sky130_fd_sc_hd__nor2_4	0	12
sky130_fd_sc_hd__and2_1	34	33
sky130_fd_sc_hd__nand2_1	66	66
sky130_fd_sc_hd__nand2b_1	4	3
sky130_fd_sc_hd__clkbuf_16	0	55
sky130_fd_sc_hd__mux4_2	128	128
sky130_fd_sc_hd__nor2_1	150	138
sky130_fd_sc_hd__buf_12	0	6
sky130_fd_sc_hd__o21bai_4	0	3
sky130_fd_sc_hd__clkinvlp_4	0	2
sky130_fd_sc_hd__o21bai_1	6	3
sky130_fd_sc_hd__nor2b_4	0	2
sky130_fd_sc_hd__clkdlybuf4s50_1	0	359
sky130_fd_sc_hd__clkinv_1	0	12
sky130_fd_sc_hd__bufinv_16	0	8
sky130_fd_sc_hd__clkbuf_1	40	10
sky130_fd_sc_hd__clkinv_2	0	6
sky130_fd_sc_hd__edfxtp_1	512	512
sky130_fd_sc_hd__a22oi_1	64	64
sky130_fd_sc_hd__inv_6	0	5
sky130_fd_sc_hd__diode_2	0	2
-- worst max-delay path, delay by kind of cell --
family,cells,cell delay [ns]
AND-OR/OR-AND,1,0.13
buffers and inverters,3,1.55
AND/OR/NAND/NOR,2,0.65
-- how the worst max path moves through the flow --
| stage | slack [ns] | startpoint | cells past startpoint | endpoint |
|---|---|---|---|---|
| CTS | 0.90 | Address[0] | 6 | ReadData[26] |
| global route | 0.80 | Address[0] | 6 | ReadData[31] |
| finish | 0.96 | Address[2] | 6 | ReadData[24] |
-- per-layer routing --
layer | track usage [%] | wire length, um | up-vias
met4 | 2.91 | 1140 | 6
li1 | - | - | 4996
met3 | 13.8 | 9900 | 81
met1 | 23.3 | 21500 | 5742
met2 | 27.6 | 27800 | 763
met5 | 0 | 43 | -
-- power breakdown --
| part | leakage (nW) | total [mW] | internal, mW | switching, mW |
|---|---|---|---|---|
| clock network | 0.878 | 3.71 | 2.21 | 1.50 |
| logic | 3.06 | 0.633 | 0.339 | 0.294 |
| registers | 4.69 | 4.42 | 4.38 | 0.0448 |
No activity file was given, so power comes from the tool's default toggle rates.
