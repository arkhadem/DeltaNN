**./run.sh**
```bash
#!/bin/bash
# OpenROAD 26Q1-2900-gdf79404cd8, Yosys 0.63+post, stock flow scripts
make -C /OpenROAD-flow-scripts/flow DESIGN_CONFIG=/design/flow/config.mk WORK_HOME=/design/flow/orfs finish
```
**./config.mk**
```make
export PLATFORM = sky130hd
export DESIGN_NAME = DRAM_master
export DESIGN_NICKNAME = DRAM_master
export VERILOG_FILES = /design/flow/design.v
export SDC_FILE = /design/flow/constraint.sdc
export NUM_CORES = 4
export LEC_CHECK = 1
export CORE_UTILIZATION = 50
```
**./constraint.sdc**
```tcl
current_design DRAM_master

set clk_period 3.5
set clk_io_pct 0.2

create_clock -name clk0 -period $clk_period [get_ports {clock}]

set non_clock_inputs [all_inputs -no_clocks]
set_input_delay [expr $clk_period * $clk_io_pct] -clock clk0 $non_clock_inputs
set_output_delay [expr $clk_period * $clk_io_pct] -clock clk0 [all_outputs]
```
**./design.v**
```verilog
module DRAM_master(
	input clock,
	input reset,
	input WaitRequest,
	output reg Read,
	output reg Write,
	output reg[31:0] Address,
	output reg[3:0] ByteEnable,
	input[31:0] ReadData,
	output reg[31:0] WriteData,
	input Acc_Read,
	input Acc_Write,
	input[31:0] Acc_Address,
	output reg[31:0] Acc_ReadData,
	input[31:0] Acc_WriteData,
	output reg Acc_DataReady,
	output reg Acc_WriteDone
);
	parameter[2:0] Idle = 3'b000,	 
					WFSR = 3'b001,	 
					DR = 3'b010,	 
					WFSW = 3'b011,	 
					WD = 3'b100;	 
	reg[2:0] ps, ns;
	reg[31:0] my_Address, my_ReadData, my_WriteData;
	reg my_ReadRegEn, my_WriteRegEn;
	always@(posedge clock) begin
		if(reset == 1'b1)
			ps <= 3'b0;
		else
			ps <= ns;
	end
	always@(ps) begin
		Read <= 1'b0;
		Write <= 1'b0;
		Address <= 32'bz;
		ByteEnable <= 4'bz;
		WriteData <= 32'bz;
		Acc_ReadData <= 32'b0;
		Acc_DataReady <= 1'b0;
		Acc_WriteDone <= 1'b0;
		my_ReadRegEn <= 1'b0;
		my_WriteRegEn <= 1'b0;
		case(ps)
			Idle: begin
				my_WriteRegEn <= 1'b1;
			end
			WFSR: begin
				Read <= 1'b1;
				ByteEnable <= 4'b1111;
				Address <= my_Address;
				my_ReadRegEn <= 1'b1;
			end
			DR: begin
				Acc_ReadData <= my_ReadData;
				Acc_DataReady <= 1'b1;
			end
			WFSW: begin
				Write <= 1'b1;
				ByteEnable <= 4'b1111;
				Address <= my_Address;
				WriteData <= my_WriteData;
			end
			WD: begin
				Acc_WriteDone <= 1'b1;
			end
			default: begin
				Read <= 1'b0;
				Write <= 1'b0;
				Address <= 32'bz;
				ByteEnable <= 4'bz;
				WriteData <= 32'bz;
				Acc_ReadData <= 32'b0;
				Acc_DataReady <= 1'b0;
				Acc_WriteDone <= 1'b0;
				my_ReadRegEn <= 1'b0;
				my_WriteRegEn <= 1'b0;
			end
		endcase
	end
	always@(ps, Acc_Read, Acc_Write, WaitRequest) begin
		ns <= Idle;
		case(ps)
			Idle: begin
				if(Acc_Read == 1'b1) begin
					ns <= WFSR;
				end else if(Acc_Write == 1'b1) begin
					ns <= WFSW;
				end else begin
					ns <= Idle;
				end
			end
			WFSR: begin
				if(WaitRequest == 1'b1) begin
					ns <= WFSR;
				end else begin
					ns <= DR;
				end
			end
			DR: begin
				ns <= Idle;
			end
			WFSW: begin
				if(WaitRequest == 1'b1) begin
					ns <= WFSW;
				end else begin
					ns <= WD;
				end
			end
			WD: begin
				ns <= Idle;
			end
			default: begin
				ns <= Idle;
			end
		endcase
	end
	always@(posedge clock) begin
		if(reset) begin
			my_ReadData <= 32'b0;
		end else if(my_ReadRegEn == 1'b1) begin
			my_ReadData <= ReadData;
		end
	end
	always@(posedge clock) begin
		if(reset) begin
			my_WriteData <= 32'b0;
			my_Address <= 32'b0;
		end else if(my_WriteRegEn == 1'b1) begin
			my_Address <= Acc_Address;
			my_WriteData <= Acc_WriteData;
		end
	end
endmodule
```
==> run summary <==
Implementation numbers.

- The run finished with clean final reports.
- The final routed wirelength across all metal layers is 9.287 mm.
- The synthesized design contains 101 register bits.
- Clock latency on the worst-skew pair, taken at its later pin, is 0.35 ns.
- The sequential-to-total area share from yosys stat reads 0.5257.
- The netlist area before placement reads 3846 um^2.
- The final setup violation count reads 0.
- The cell area reported after detailed placement reads 5772 um^2.
- The mean instance size in the synthesized netlist is 10.54 um^2.
- The cell count in the Yosys report reads 365.
- In this build the clock could be raised as far as 378.1 MHz.
- The first global-routing pass estimated 14.93 mm of wire.
- The synthesized netlist contains 17 unique library cells.
- The floorplan step defined a core boundary enclosing 7331 um^2.
- The minimum clock period reads 2.645 ns.
- Per the post-synthesis report, the number of cells in the design is 365.
- The type of the worst setup path reads reg2out.
- The buffer type at the clock tree root is clkbuf_8.
- Summing all multi-input logic gate instances after layout gives 1594 um^2.
- The DRC violations left reads 0.
- The remaining max-slew budget at the tightest pin reads 0.4210.
- The final design utilization reads 0.8083.
- Dividing the final minimum period by the clock period gives 0.7557.
- The critical path launch point type reads a flop.
- The first-pass detailed-route iteration total reads 4.
- The initial antenna violation count is 0.
- The pin count of the biggest net entering global routing is 51.
- The minimum setup slack among reg-to-reg paths reads 1.69 ns.
- The count of final max-slew check failures reads 0.
- The initial utilization of the core area, before any placement, comes to 0.5247.
- The post-route standard cell area excluding fillers reads 5926 um^2.
- The worst-case clock buffer depth reads 2.
- The beginning of the worst register-to-register path reads ps[0]$_DFF_P_.
- The post-CTS resize count reads 0.
- The final timing report lists clock skew as 0.01080 ns.
- According to the hold report, the worst path is of the reg2reg type.
- The worst-case setup slack after placement is 1.164 ns.
- The critical path capture point type reads an output port.
- The report shows a maximum critical-path fanout of 34.
- The share of synthesized area in the top cell type comes to 0.5257.
- The post-route setup TNS is 0 ns.
- The number of standard cells in the final layout excluding fillers reads 655.
- The number of clock sinks came to 101.
- OpenSTA lists the critical path startpoint as ps[2]$_DFF_P_.
- The chip area reads 8047 um^2.
- The maximum vdd ir drop reads 0.3496 mV.
- The post-synth area from yosys stat is 3846 um^2.
- The total power per unit cell area is 383.8 nW/um^2.
- The transition time of the tightest slew-check pin reads 0.8673 ns.
- The number of setup buffers added after CTS is 0.
- The cell type that accounts for the most area after synthesis is dfxtp_1.
- After the first detailed-routing iteration, the DRC count stood at 75.
- Setup slack on the critical path of the routed design comes to 0.8552 ns.
- Buffers inserted during clock tree synthesis total 9.
- In this run the static leakage power is 0.002497 uW.
- The I/O pin total reads 205.
- The antenna diode count reads 0.
- The detailed-route wire length per cell is 14.18 um.
- The row count reads 31.
- The via count of the first global-routing pass reads 2943.
- The number of inserted filler cells in the final layout reads 452.
- The layout summary lists the proportion of cells stronger than drive strength 1 as 0.03777.
- The final weighted congestion recorded by global placement is 0.8049.
- The floorplan step set the die height to 89.71 um.
- For this block, the via count after detailed routing is 3117.
- The number of levels the H-tree was split into reads 3.
- The clock input transition at the sequential cells of the worst setup and hold paths is 0.08 ns.
- Data on the critical path arrives at its endpoint at 1.94 ns.
- The CTS tree reads built.
- The tool warning count reads 26.
- The layout overhead on the synthesized area reads 54.07%.
- The count of hold-fix buffers inserted at cts is 0.
- The post-route antenna net violation count reads 0.
- The count of maximum capacitance violations reads 0.
- The total instance count after detailed placement is 641.
- The register area is 2027 um^2.
- The source of the worst hold timing path reads ps[1]$_DFF_P_.
- The global router's overall resource usage is 0.2372.
- The sum of overflow across all layers after global routing is 0.
- The tally of buffers added on design ports reads 200.
- The final count of hold timing violations is 0.
- Ranked by total cell area, the synthesized netlist is headed by dfxtp_1 53%, mux2i_1 25%, nor2_1 9.5%, and2_1 5.2%, buf_12 2.6%.
- Setup repair after global routing left no endpoint under its margin.
- The HPWL after detailed placement reads 6.403 mm.
- The horizontal extent of the die is 89.71 um.
- Data on the critical path is required at its endpoint by 2.80 ns.
- The count of synthesis-stage warnings from yosys is 7.
- The average vias per placed instance is 4.759.
==> worst max-delay path, stage by stage, from the launching register on <==
cell and delay (ns):
dfxtp_1 0.89, and2_1 0.25, clkdlybuf4s50_1 0.46
==> layout by cell type, fill, tap and decap left out, drive strengths merged <==
cell type	synthesis	layout
nor3b	3	3
a21oi	1	1
clkdlybuf4s50	0	199
buf	19	5
conb	1	4
mux2i	96	96
clkinv	0	3
and2	32	32
clkinvlp	0	2
nand3b	1	1
clkbuf	11	9
nor2	97	97
dfxtp	101	101
or4	1	1
nand2	1	1
a22oi	1	1
==> sequential cells by signal, indices dropped and copies added (netlist names) <==
signal and count:
ps 5, my_WriteData 32, my_Address 32, my_ReadData 32
==> cell usage after synthesis (all sizes together) <==
cell type  count
nor2          97
and2          32
buf           19
nor3b          3
clkbuf        11
mux2i         96
conb           1
a22oi          1
nand3b         1
a21oi          1
dfxtp        101
or4            1
nand2          1
==> routing by layer <==
metal	track usage	part of all wire
met5	0	0
met4	0.05328	0.024
met3	0.07818	0.092
met2	0.3506	0.42
met1	0.3516	0.46
==> where the power goes <==
group          switching [uW]  internal [uW]  total [uW]
clock network             369            247         616
registers                59.1           1220        1280
logic                     107            268         376
total                     536           1740        2270
==> cell families (layout without fill, tap and decap cells) <==
group / after synthesis / after routing / synth area share
flip-flops: 101 / 101 / 0.5257
AND-OR/OR-AND: 2 / 2 / 0.003253
multiplexers: 96 / 96 / 0.2498
AND/OR/NAND/NOR: 135 / 135 / 0.1574
other: 1 / 4 / 0.0009750
buffers and inverters: 30 / 218 / 0.06278
==> through the flow <==
stage / total power (uW) / hold WS, ns
final: 2274 / 0.4611
after detailed placement: 1681 / 0.4320
after floorplan: 1459 / 0.3910
after global placement: 1673 / 0.4367
after CTS: 2302 / 0.4674
after global routing: 2393 / 0.5012
==> path summary, 6_finish.rpt <==
path	to	cells past startpoint
setup / recovery	Acc_ReadData[25]	2
hold / removal	ps[0]$_DFF_P_	1
setup reg to reg	my_Address[6]$_SDFFE_PP0P_	3
hold reg to reg	ps[0]$_DFF_P_	1
==> cell type report <==
| type | count | share of cell area |
|---|---|---|
| Sequential cell | 101 | 0.3421 |
| Timing Repair Buffer | 204 | 0.3421 |
| Multi-Input combinational cell | 237 | 0.2690 |
| Clock buffer | 9 | 0.02090 |
| Tap cell | 99 | 0.02090 |
| Clock inverter | 5 | 0.005068 |
Power is estimated from default activity; no workload was simulated.
