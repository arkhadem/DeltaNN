==> flow/config.mk <==
export PLATFORM = sky130hd
export DESIGN_NAME = Delta_controller_input_loader
export DESIGN_NICKNAME = Delta_controller_input_loader
export VERILOG_FILES = /design/flow/design.v
export SDC_FILE = /design/flow/constraint.sdc
export NUM_CORES = 4
export LEC_CHECK = 1
export CORE_UTILIZATION = 30
==> flow/design.v <==
module Delta_controller_input_loader(
	input clock,
	input reset,
	input start_SRAM_load,
	input start_buffer_load,
    input [($clog2(1024) - 1) : 0] IC_Num,
    input [($clog2(256) - 1) : 0] RC_Size,
    input [2 : 0] stride,
    input [3 : 0] kernel_size,
    input [31 : 0] input_start_address,
	output reg DRAM_Read,
	output reg [31:0] DRAM_Address,
	input [31:0] DRAM_ReadData,
	input DRAM_DataReady,
    output [127 : 0] Input_SRAM_w_d,
    output reg [31 : 0] Input_SRAM_w_addr,
    output reg [31 : 0] Input_SRAM_r_addr,
    output reg Input_SRAM_w_en,
    output reg Input_SRAM_r_en,
    input Input_SRAM_d_ready,
    input Input_SRAM_w_done,
    output [(4 - 1) : 0] IB_w_enable,
    output [($clog2(40) - 1) : 0] IB_SRAM_r,
    output [($clog2(40) - 1) : 0] IB_SRAM_c,
    output reg finished
);
    reg [($clog2(1024) - 1) : 0] my_IC_Num;
    reg [($clog2(256) - 1) : 0] my_RC_Size;
	reg [31 : 0] my_DRAM_Address;
	reg [31 : 0] my_Input_SRAM_w_addr;
    reg [127 : 0] SRAM_store;
    reg first_SRAM_store;
    reg second_SRAM_store;
    reg third_SRAM_store;
    reg fourth_SRAM_store;
    reg [($clog2(256) - 1) : 0] T_input_size;
	reg [($clog2(1024) - 1) : 0] i_ch_1, i_ch_first;
	reg [($clog2(256) - 1) : 0] i_r_1, i_r_first;
	reg [($clog2(256) - 1) : 0] i_c_1, i_c_first;
	reg [($clog2(4) - 1) : 0] i_ch_2;
	reg [($clog2(40) - 1) : 0] i_r_2;
	reg [($clog2(40) - 1) : 0] i_c_2;
	reg [31 : 0] my_input_SRAM_start_address;
	reg [31 : 0] my_input_SRAM_add_address;
	reg i_DRAM_inc, i_SRAM_inc;
	reg first_inc_enable;
	reg add_inc_enable;
	reg add_inc_reset;
	reg IB_w_en;
	always@(posedge clock) begin
		if(reset == 1'b1) begin
			my_input_SRAM_start_address = 0;
			i_ch_first = 0;
			i_r_first = 0;
			i_c_first = 0;
		end else if (first_inc_enable == 1'b1) begin
			if(i_c_first == my_RC_Size) begin
				i_c_first = 0;
				if(i_r_first == my_RC_Size) begin
					i_r_first = 0;
					i_ch_first = i_ch_first + 4;
					my_input_SRAM_start_address = my_input_SRAM_start_address + (my_RC_Size << 2) - my_RC_Size; 
				end else begin
					i_r_first = i_r_first + (stride << 3);
					my_input_SRAM_start_address = my_input_SRAM_start_address + ((stride - 1) << 3);  
				end
			end else begin
				i_c_first = i_c_first + (stride << 3);
				my_input_SRAM_start_address = my_input_SRAM_start_address + (stride << 3);
			end
		end
	end
	always@(posedge clock) begin
		if(add_inc_reset == 1'b1 || reset == 1'b1) begin
			my_input_SRAM_add_address = 0;
			i_ch_2 = 0;
			i_r_2 = 0;
			i_c_2 = 0;			
		end else if(add_inc_enable == 1'b1) begin
			if(i_c_2 == T_input_size) begin
				i_c_2 = 0;
				if(i_r_2 == T_input_size) begin
					i_r_2 = 0;
					i_ch_2 = i_ch_2 + 1;
					my_input_SRAM_add_address = my_input_SRAM_add_address + my_RC_Size - T_input_size; 
				end else begin
					i_r_2 = i_r_2 + 1;
					my_input_SRAM_add_address = my_input_SRAM_add_address + my_RC_Size - T_input_size;
				end
			end else begin
				i_c_2 = i_c_2 + 8;
				my_input_SRAM_add_address = my_input_SRAM_add_address + 8;
			end
		end
	end
	assign IB_w_enable[0] = ((IB_w_en == 1'b1) && (i_ch_2 == 0)) ? 1'b1 : 1'b0;
	assign IB_w_enable[1] = ((IB_w_en == 1'b1) && (i_ch_2 == 1)) ? 1'b1 : 1'b0;
	assign IB_w_enable[2] = ((IB_w_en == 1'b1) && (i_ch_2 == 2)) ? 1'b1 : 1'b0;
	assign IB_w_enable[3] = ((IB_w_en == 1'b1) && (i_ch_2 == 3)) ? 1'b1 : 1'b0;
	assign IB_SRAM_r = i_r_2;
	assign IB_SRAM_c = i_c_2;
    assign T_input_size = ((stride << 3) - stride) + kernel_size;
    assign Input_SRAM_w_d = SRAM_store;
    assign DRAM_Address = my_DRAM_Address;
	assign Input_SRAM_w_addr = my_Input_SRAM_w_addr;
	assign Input_SRAM_r_addr = my_input_SRAM_start_address + my_input_SRAM_add_address;
    always@(*) begin
    	if(IC_Num[2:0] == 3'b0) begin
    		my_IC_Num = IC_Num;
    	end else begin
    		my_IC_Num = {IC_Num[($clog2(1024) - 1) : 3], 3'b0};
    	end
    	if(RC_Size[2:0] == 3'b0) begin
    		my_RC_Size = RC_Size;
    	end else begin
    		my_RC_Size = {RC_Size[($clog2(256) - 1) : 3], 3'b0};
    	end
    end
    always@(posedge clock) begin
    	if(reset == 1'b1) begin
    		SRAM_store = 0;
    	end else if (first_SRAM_store == 1'b1) begin
    		SRAM_store[31 : 0] = DRAM_ReadData;
    	end else if (second_SRAM_store == 1'b1) begin
    		SRAM_store[63 : 32] = DRAM_ReadData;
    	end else if (third_SRAM_store == 1'b1) begin
    		SRAM_store[95 : 64] = DRAM_ReadData;
    	end else if (fourth_SRAM_store == 1'b1) begin
    		SRAM_store[127 : 96] = DRAM_ReadData;
    	end
    end
	always@(posedge clock) begin
		if(reset == 1'b1) begin
			i_ch_1 = 0;
			i_r_1 = 0;
			i_c_1 = 0;
		end else if (i_SRAM_inc == 1'b1) begin
			i_c_1 = i_c_1 + 8;
			if(i_c_1 >= my_RC_Size) begin
				i_c_1 = 0;
				if(i_r_1 >= my_RC_Size) begin
					i_r_1 = 0;
					i_ch_1 = i_ch_1 + 1;
				end else begin
					i_r_1 = i_r_1 + 1;
				end
			end else begin
			end
		end
	end
	always@(posedge clock) begin
		if(reset == 1'b1) begin
			my_DRAM_Address = input_start_address;
		end else if (i_DRAM_inc == 1'b1) begin
			my_DRAM_Address = my_DRAM_Address + 4;
		end
	end
	always@(posedge clock) begin
		if(reset == 1'b1) begin
			my_Input_SRAM_w_addr = 0;
		end else if (i_SRAM_inc == 1'b1) begin
			my_Input_SRAM_w_addr = my_Input_SRAM_w_addr + 8;
		end
	end
	parameter WAIT_FOR_START = 5'd0,
			S_CHECK_IDX = 5'd1,
			S_DRAM_WAIT_FIRST = 5'd2,
			S_IDX_PLUS_FIRST = 5'd3,
			S_DRAM_WAIT_SECOND = 5'd4,
			S_IDX_PLUS_SECOND = 5'd5,
			S_DRAM_WAIT_THIRD = 5'd6,
			S_IDX_PLUS_THIRD = 5'd7,
			S_DRAM_WAIT_FOURTH = 5'd8,
			S_SRAM_ST = 5'd9,
			S_IDX_PLUS_FOURTH = 5'd10,
			S_FINISH = 5'd11,
			B_CHECK_IDX = 5'd12,
			B_SRAM_LD = 5'd13,
			B_BUFF_ST = 5'd14,
			B_IDX_PLUS = 5'd15,
			B_FIRST_IDX_PLUS = 5'd16,
			B_FINISH = 5'd17;
	reg [3:0] state, next_state;
    always@(*) begin
        next_state = WAIT_FOR_START;
        case (state)
            WAIT_FOR_START:
                if(start_SRAM_load) begin
                    next_state = S_CHECK_IDX;
                end else if(start_buffer_load) begin
                    next_state = B_CHECK_IDX;
                end else begin
                	next_state = WAIT_FOR_START;
                end
            S_CHECK_IDX:
            	if((i_ch_1 == my_IC_Num) && (i_r_1 == my_RC_Size) && (i_c_1 == my_RC_Size)) begin
            		next_state = S_FINISH;
            	end else begin
            		next_state = S_DRAM_WAIT_FIRST;
            	end
            S_DRAM_WAIT_FIRST:
            	if(DRAM_DataReady == 1'b1) begin
            		next_state = S_IDX_PLUS_FIRST;
            	end else begin
            		next_state = S_DRAM_WAIT_FIRST;
            	end
            S_IDX_PLUS_FIRST: next_state = S_DRAM_WAIT_SECOND;
            S_DRAM_WAIT_SECOND:
            	if(DRAM_DataReady == 1'b1) begin
            		next_state = S_IDX_PLUS_SECOND;
            	end else begin
            		next_state = S_DRAM_WAIT_SECOND;
            	end
            S_IDX_PLUS_SECOND: next_state = S_DRAM_WAIT_THIRD;
            S_DRAM_WAIT_THIRD:
            	if(DRAM_DataReady == 1'b1) begin
            		next_state = S_IDX_PLUS_THIRD;
            	end else begin
            		next_state = S_DRAM_WAIT_THIRD;
            	end
            S_IDX_PLUS_THIRD: next_state = S_DRAM_WAIT_FOURTH;
            S_DRAM_WAIT_FOURTH:
            	if(DRAM_DataReady == 1'b1) begin
            		next_state = S_SRAM_ST;
            	end else begin
            		next_state = S_DRAM_WAIT_FOURTH;
            	end
            S_SRAM_ST: begin
            	if(Input_SRAM_w_done == 1'b1) begin        		
	            	next_state = S_IDX_PLUS_FOURTH;
	            end else begin
	            	next_state = S_SRAM_ST;
	            end
            end
            S_IDX_PLUS_FOURTH: next_state = S_CHECK_IDX;
            S_FINISH: next_state = WAIT_FOR_START;
			B_CHECK_IDX: begin
				if((i_ch_2 == (4-1)) && (i_r_2 == T_input_size) && (i_c_2 == T_input_size)) begin
            		next_state = B_FIRST_IDX_PLUS;
            	end else begin
            		next_state = B_SRAM_LD;
            	end
			end
			B_SRAM_LD: begin
				if(Input_SRAM_d_ready == 1'b1) begin
					next_state = B_BUFF_ST;
				end else begin
					next_state = B_SRAM_LD;
				end
			end
			B_BUFF_ST: next_state = B_IDX_PLUS;
			B_IDX_PLUS: next_state = B_CHECK_IDX;
			B_FIRST_IDX_PLUS: next_state = B_FINISH;
			B_FINISH: next_state = WAIT_FOR_START;
            default: next_state = WAIT_FOR_START;
        endcase
    end
	always@(*) begin
		finished = 1'b0;
		DRAM_Read = 1'b0;
		i_DRAM_inc = 1'b0;
		i_SRAM_inc = 1'b0;
		first_SRAM_store = 1'b0;
		second_SRAM_store = 1'b0;
		third_SRAM_store = 1'b0;
		fourth_SRAM_store = 1'b0;
		Input_SRAM_w_en = 1'b0;
		Input_SRAM_r_en = 1'b0;
		first_inc_enable = 1'b0;
		add_inc_enable = 1'b0;
		add_inc_reset = 1'b0;
		IB_w_en = 1'b0;
        case (state)
            S_DRAM_WAIT_FIRST: begin
				DRAM_Read = 1'b1;
				first_SRAM_store = 1'b1;
            end
            S_IDX_PLUS_FIRST: begin
            	i_DRAM_inc = 1'b1;
            end
            S_DRAM_WAIT_SECOND: begin
				DRAM_Read = 1'b1;
				second_SRAM_store = 1'b1;
            end
            S_IDX_PLUS_SECOND: begin
            	i_DRAM_inc = 1'b1;
            end
            S_DRAM_WAIT_THIRD: begin
				DRAM_Read = 1'b1;
				third_SRAM_store = 1'b1;
            end
            S_IDX_PLUS_THIRD: begin
            	i_DRAM_inc = 1'b1;
            end
            S_DRAM_WAIT_FOURTH: begin
				DRAM_Read = 1'b1;
				fourth_SRAM_store = 1'b1;
            end
            S_SRAM_ST: begin
            	Input_SRAM_w_en = 1'b1;
            end
            S_IDX_PLUS_FOURTH: begin
            	i_SRAM_inc = 1'b1;
            	i_DRAM_inc = 1'b1;
            end
            S_FINISH: begin
            	finished = 1'b1;
            end
			B_SRAM_LD: begin
				Input_SRAM_r_en = 1'b1;
			end
			B_BUFF_ST: begin
				IB_w_en = 1'b1;
			end
			B_IDX_PLUS: begin
				add_inc_enable = 1'b1;
			end
			B_FIRST_IDX_PLUS: begin
				first_inc_enable = 1'b1;
			end
			B_FINISH: begin
				add_inc_reset = 1'b1;
			end
            default: begin
				finished = 1'b0;
				DRAM_Read = 1'b0;
				i_SRAM_inc = 1'b0;
				i_SRAM_inc = 1'b0;
				first_SRAM_store = 1'b0;
				second_SRAM_store = 1'b0;
				third_SRAM_store = 1'b0;
				fourth_SRAM_store = 1'b0;
				first_inc_enable = 1'b0;
				add_inc_enable = 1'b0;
				add_inc_reset = 1'b0;
				IB_w_en = 1'b0;
            end
        endcase
    end
	always@(posedge clock) begin
        if(reset == 1'b1) begin
            state = WAIT_FOR_START;
        end else begin
            state = next_state;
        end
    end
endmodule
==> flow/run.sh <==
#!/bin/bash
# OpenROAD 26Q1-2900-gdf79404cd8, Yosys 0.63+post, stock flow scripts
make -C /OpenROAD-flow-scripts/flow DESIGN_CONFIG=/design/flow/config.mk WORK_HOME=/design/flow/orfs finish
==> flow/constraint.sdc <==
current_design Delta_controller_input_loader

set clk_period 16.8
set clk_io_pct 0.2

create_clock -name clk0 -period $clk_period [get_ports {clock}]

set non_clock_inputs [all_inputs -no_clocks]
set_input_delay [expr $clk_period * $clk_io_pct] -clock clk0 $non_clock_inputs
set_output_delay [expr $clk_period * $clk_io_pct] -clock clk0 [all_outputs]
==> Implementation_results.wiki <==
== Run summary ==
{| class="wikitable"
! Metric !! Value
|-
| Rows || 80
|-
| Final Cycle Share || 49.3%
|-
| Worst slack at placement || 7990 ps
|-
| Final wirelength || 44,400 um
|-
| Number of cells in the yosys synthesis report || 1,760
|-
| WL/cell || 16.4 um
|-
| Transition time at the pin with the least slew margin || 976 ps
|-
| Number of vias per cell || 4.95
|-
| Leading cell types in the layout, fill and taps excluded || sky130_fd_sc_hd__clkdlybuf4s50_1 (326), sky130_fd_sc_hd__nand2_1 (314), sky130_fd_sc_hd__dfxtp_1 (238)
|-
| Horiz. Die Dim || 222 um
|-
| Clock sink total || 271
|-
| Max Slew Vio Count || 0
|-
| Setup CP Type || in -> reg
|-
| Area grow syn2layout || 35.8%
|-
| Vias in the first global route || 12,100
|-
| Total of buffers placed on input and output ports || 327
|-
| Pre-antenna DRT Iters || 5
|-
| Chip area from the yosys synthesis statistics || 14,600 um^2
|-
| Run status || finished, final reports clean
|-
| Core Util at FP || 30.4%
|-
| Die H || 222 um
|-
| Crit path setup slack, layout || 8510 ps
|-
| Peak supply drop || 0.0962 mV
|-
| Sum of overflow across all layers after global routing || 0
|-
| Number of buffers inserted for hold repair after clock tree synthesis || 0
|-
| Cell taking the most area after synthesis || sky130_fd_sc_hd__dfxtp_1
|-
| Final worst path period need || 8290 ps
|-
| Worst rel slew slack || 34.9%
|-
| Clock slew seen by the registers of the worst setup and hold paths || 60 ps
|-
| Top logic cell by instance count in the layout || sky130_fd_sc_hd__clkdlybuf4s50_1
|-
| Cell area after synthesis || 14,600 um^2
|-
| Number of distinct library cell variants in the gate-level netlist after synthesis || 80
|-
| Placed cells || 2,638
|-
| Clock skew || 23.0 ps
|-
| Leakage power figure || 7.24 nW
|-
| Clock Latency Late Sink || 540 ps
|-
| Top area contributor share || 32.8%
|-
| Wire length of the first global-routing pass || 68,100 um
|-
| Clock root buffer || sky130_fd_sc_hd__clkbuf_16
|-
| Full die area || 49,400 um^2
|-
| H-tree level count || 2
|-
| Vias || 13,400
|-
| Core Box Area || 47,800 um^2
|-
| Remaining routing DRC violations || 0
|-
| Unrepaired setup endpoints after global routing || no
|-
| Crit Path Max Fanout || 9
|-
| Clock buffers created by TritonCTS || 36
|-
| Antenna violations before repair || 3
|-
| Pin count of the biggest net entering global routing || 82
|-
| Most used DFF post-synth || sky130_fd_sc_hd__dfxtp_1
|-
| Worst path arrival time || 8750 ps
|-
| Async set-or-reset flop fraction in the synthesized netlist || 0%
|-
| Final antenna-violating net count || 0
|-
| Layout cells sized above 1 || 4.94%
|-
| Total length of routed met2 wires || 20,200 um
|-
| I/O pin count || 340
|-
| Synthesized instance count || 1,760
|-
| F_max || 0.121 GHz
|-
| Max-capacitance violation count || 0
|-
| Log Warnings || 59
|-
| Final setup TNS || 0 ps
|-
| RD Place Congestion || 0.924
|-
| Post-synth tally of flip-flops with integrated enable || 32
|-
| Number of setup buffers added after CTS || 0
|-
| Critical path data required time || 17,270 ps
|-
| Final Instance Count excl. Fillers || 2,704
|-
| Placed wire-length estimate after detailed placement || 31,000 um
|-
| Global router's overall resource usage || 17.7%
|-
| Cell area after placement || 18,400 um^2
|-
| Critical Path Start Type || input port
|-
| Starting DRC count in detailed routing || 745
|-
| Setup crit end kind || flop
|-
| Power density relative to cell area || 111 nW/um^2
|-
| Final design area excluding fillers || 19,800 um^2
|-
| Avg Cell Area, Syn || 8.28 um^2
|-
| Post-synth seq share || 39.4%
|-
| Detailed-routed wire length on met3 || 2490 um
|-
| Top cells by area, synth || sky130_fd_sc_hd__dfxtp_1 (33%), sky130_fd_sc_hd__nand2_1 (8.1%), sky130_fd_sc_hd__ha_1 (7.4%)
|-
| Max clock buf depth || 3
|-
| TritonCTS clock tree || done
|-
| Max layer used || met4
|-
| Number of hold violations in the final report || 0
|-
| Worst hold-check path type || reg -> reg
|-
| Setup-violating endpoint count in the final report || 0
|-
| Register bit count reported by yosys || 271
|-
| Number of warnings issued by yosys || 5
|-
| WL met1 || 20,600 um
|-
| Count of cells resized by post-cts repair || 0
|}
## kinds of logic after synthesis
logic type | synth area share (%)
AND-OR/OR-AND | 15.7
multiplexers | 2.77
adder cells (fa/ha/maj) | 8.62
buffers and inverters | 4.31
AND/OR/NAND/NOR | 21.8
other | 0.0516
XOR/XNOR | 7.30
flip-flops | 39.4
## power by group
group / internal, mW / switching, mW
logic: 0.258 / 0.262
registers: 0.736 / 0.0560
clock network: 0.569 / 0.306
total: 1.56 / 0.624
## registers in the layout, indices dropped and copies added (netlist names), 2 cells and up
signal / count
i_ch_2: 2
SRAM_store: 128
i_ch_1: 10
i_r_1: 8
i_c_1: 5
my_DRAM_Address: 32
i_c_2: 3
my_Input_SRAM_w_addr: 29
state: 4
i_r_2: 6
my_input_SRAM_add_address: 32
## final timing paths
path / start / to / slack, ps / depth (start not counted)
hold reg to reg: SRAM_store[37] / SRAM_store[37] / 450 / 2
setup reg to reg: my_input_SRAM_add_address[1] / my_input_SRAM_add_address[30] / 13000 / 11
setup / recovery: stride[0] / my_input_SRAM_add_address[30] / 8510 / 21
hold / removal: SRAM_store[37] / SRAM_store[37] / 450 / 2
## cells in the mapped netlist (8+ instances only)
| library cell | instances |
|---|---|
| sky130_fd_sc_hd__nand3_1 | 53 |
| sky130_fd_sc_hd__inv_1 | 70 |
| sky130_fd_sc_hd__nand2_1 | 314 |
| sky130_fd_sc_hd__and3_1 | 32 |
| sky130_fd_sc_hd__xnor2_1 | 61 |
| sky130_fd_sc_hd__dfxtp_1 | 239 |
| sky130_fd_sc_hd__nor2_1 | 141 |
| sky130_fd_sc_hd__or3_1 | 18 |
| sky130_fd_sc_hd__a211oi_1 | 10 |
| sky130_fd_sc_hd__ha_1 | 86 |
| sky130_fd_sc_hd__o21ai_0 | 96 |
| sky130_fd_sc_hd__o21a_1 | 13 |
| sky130_fd_sc_hd__a21oi_1 | 171 |
| sky130_fd_sc_hd__nor4_1 | 9 |
| sky130_fd_sc_hd__nand4_1 | 26 |
| sky130_fd_sc_hd__mux2i_1 | 38 |
| sky130_fd_sc_hd__edfxtp_1 | 32 |
| sky130_fd_sc_hd__a21o_1 | 20 |
| sky130_fd_sc_hd__o211ai_1 | 12 |
| sky130_fd_sc_hd__nor3_1 | 32 |
| sky130_fd_sc_hd__and2_1 | 19 |
| sky130_fd_sc_hd__fa_1 | 9 |
| sky130_fd_sc_hd__nor2b_1 | 8 |
| sky130_fd_sc_hd__xor2_1 | 50 |
| sky130_fd_sc_hd__clkbuf_1 | 73 |
## per-layer routing
metal  vias to the layer above  GRT usage [%]
met5                         -              0
met4                         0           3.80
met3                        65           3.40
met2                       373           27.6
met1                      6271           26.0
li1                       6679              -
## final cells by class
| cell class | instances | area (um^2) |
|---|---|---|
| Antenna cell | 2 | 5.00 |
| Timing Repair Buffer | 343 | 3400 |
| Clock buffer | 47 | 1020 |
| Fill cell | 4580 | 28100 |
| Inverter | 71 | 267 |
| Clock inverter | 17 | 330 |
| Multi-Input combinational cell | 1338 | 8250 |
| Sequential cell | 271 | 5750 |
| Tap cell | 615 | 769 |
## critical path, cell delays in order
cell and delay, ps:
sky130_fd_sc_hd__clkdlybuf4s50_1 650, sky130_fd_sc_hd__inv_1 80, sky130_fd_sc_hd__ha_1 250, sky130_fd_sc_hd__nor2b_1 200, sky130_fd_sc_hd__nor2_1 100, sky130_fd_sc_hd__ha_1 310
sky130_fd_sc_hd__a21o_1 200, sky130_fd_sc_hd__a21oi_1 250, sky130_fd_sc_hd__a22oi_4 110, sky130_fd_sc_hd__xor2_1 180, sky130_fd_sc_hd__fa_1 440, sky130_fd_sc_hd__ha_1 370
sky130_fd_sc_hd__a21oi_1 160, sky130_fd_sc_hd__o211ai_1 190, sky130_fd_sc_hd__or4_1 540, sky130_fd_sc_hd__and2_1 200, sky130_fd_sc_hd__o21a_1 240, sky130_fd_sc_hd__o2111ai_1 320
sky130_fd_sc_hd__a21boi_0 180, sky130_fd_sc_hd__mux2_2 300, sky130_fd_sc_hd__nor3_1 120
## stage by stage
step	utilization [%]	hold WS [ps]	power (mW)
global route	41.3	473	2.29
finish	41.3	451	2.19
detailed placement	38.5	446	1.32
CTS	41.3	454	2.21
global placement	38.5	442	1.32
floorplan	-	422	1.07
No activity file was given, so power comes from the tool's default toggle rates.
